`flow/run.sh`:
```
#!/bin/bash
# OpenROAD 26Q1-2900-gdf79404cd8, Yosys 0.63+post, stock flow scripts
make -C /OpenROAD-flow-scripts/flow DESIGN_CONFIG=/design/flow/config.mk WORK_HOME=/design/flow/orfs finish
```
`flow/config.mk`:
```
export PLATFORM = sky130hd
export DESIGN_NAME = seg7_tohex
export DESIGN_NICKNAME = seg7_tohex
export VERILOG_FILES = /design/flow/design.v
export SDC_FILE = /design/flow/constraint.sdc
export NUM_CORES = 4
export LEC_CHECK = 1
export CORE_AREA = 10 10 70 70
export DIE_AREA = 0 0 80 80
```
`flow/constraint.sdc`:
```
current_design seg7_tohex

set clk_period 1.5
set clk_io_pct 0.2

create_clock -name clk0 -period $clk_period

set non_clock_inputs [all_inputs -no_clocks]
set_input_delay [expr $clk_period * $clk_io_pct] -clock clk0 $non_clock_inputs
set_output_delay [expr $clk_period * $clk_io_pct] -clock clk0 [all_outputs]
```
`flow/design.v`:
```
module seg7_tohex
(input [3:0] code,
    output reg [7:0] hexadecimal);
always @ (*)
begin
    case (code)
        4'b0000: hexadecimal <= 8'b11000000; 
        4'b0001: hexadecimal <= 8'b11111001; 
        4'b0010: hexadecimal <= 8'b10100100; 
        4'b0011: hexadecimal <= 8'b10110000; 
        4'b0100: hexadecimal <= 8'b10011001; 
        4'b0101: hexadecimal <= 8'b10010010; 
        4'b0110: hexadecimal <= 8'b10000010; 
        4'b0111: hexadecimal <= 8'b11111000; 
        4'b1000: hexadecimal <= 8'b10000000; 
        4'b1001: hexadecimal <= 8'b10010000; 
        4'b1010: hexadecimal <= 8'b10001000; 
        4'b1011: hexadecimal <= 8'b10000011; 
        4'b1100: hexadecimal <= 8'b11000110; 
        4'b1101: hexadecimal <= 8'b10100001; 
        4'b1110: hexadecimal <= 8'b10000110; 
        4'b1111: hexadecimal <= 8'b10001110; 
        default: hexadecimal <= 8'b11111111; 
    endcase
end
endmodule
```
==> Changelog: implementation <==
### Metrics

- Status: complete, but fails checks
- Failing checks: negative setup slack
- First-pass GRT wire length: roughly 1600 um
- FMAX: 611.5 MHz
- Critical Path Sink Type: output port
- Int Pwr: about 0.094 mW
- Cells along the critical path: buf_8 > inv_8 > ha_4 > and2b_2 > or3b_1 > o21ai_1 > buf_2
- Hold-fix buffers, CTS: 0
- Final cell count without fillers: 104
- Detailed Route Iter0 Violations: 14
- # setup viols final: 5
- Hold depth: 4
- CP Class: primary input to output port
- GRT Residual Overflow: 0
- Crit-path leading delay family: simple AND/OR/NAND/NOR gates
- Antenna-violating nets left: 0
- Net Sw Frac: 39.15%
- Worst hold-check path type: primary input to output port
- Worst slack at placement: -1.016 ns
- Combinational Power Share: ~100%
- Crit path DAT: 1.34 ns
- Slew Viols, Final: 0
- WP buf/inv: 3
- Row Count: 21
- Clock buf count: 0
- XOR/XNOR share of the synthesized area: 0%
- Layout area overhead: 117.9%
- Average wire per standard cell: around 9 um
- Share of layout cells above drive strength 1: a little under 70%
- PwrDens: approximately 250 mW/mm2
- Yosys adder share: between 30 and 40%
- Mux share: a little over a quarter
- Hold_sp: code[1]
- Net Switching: roughly 0.06 mW
- Vias in the first global route: between 300 and 400
- Largest net degree at the start of global routing: 8
- # port buffers: 11
- First drt pass iteration count: 2
- Synthesis Warnings: 1
- Main logic family: adder cells
- Flop area: 0 um2
- Unique cell types: 17
- Die Wd: 80 um
- RSZ-0062 raised after global routing: true
- Worst vdd ir: around 0.03 mV
- Gpl congestion: between 0.6 and 0.7
- Mean Syn Cell Area: about 8.4 um2
- Largest cells by area: ha_1 31%, mux2i_1 14%, mux4_1 9.2%, nor2_1 6.6%, a22o_1 6.1%
- Final WS setup: -0.1354 ns
- Die height: ~80 um
- Mapped Cells: 34
- Initial antenna violation count: 0
- Total global-route track usage: between 2 and 3%
- DR vias/cell: 3.096
- Clock power frac: 0%
- WL final: about 960 um
- Core Util at FP: roughly 8.4%
- FFs & Latches: 0
- Top cell area share: a little over 30%
- Yosys top cell by area: ha_1
- Hold Path End: hexadecimal[1]
- CP startpoint kind: primary input
- WP data required: approximately 1.2 ns
- Boundary pin count: 12
- Yosys cell count: 34
- Final worst-path cycle share: 109.0%
- Tool warnings: 40
- Synth top cells by count: 7 x ha_1, 5 x nor2_1, 4 x mux2i_1, 3 x inv_1
- MaxCap Viol Count: 0
- Final min period: 1.635 ns
- Via total after detailed routing: approximately 320
- Slowest stage cell on the critical path: or3b_1
- Total power: approximately 0.15 mW
- Crit-path max FO: 4
- Yosys chip area: ~290 um2
- Leak pwr: between 0.2 and 0.3 nW
- Worst path max stage delay: approximately 0.34 ns
- Diode count: 0
- Die Size: ~0.0064 mm2
- HPWL Detailed: 709.4 um
- Core footprint: ~0.0034 mm2
- Count leader, synth: ha_1
- Ao+oa area frac: between 10% and 20%
- Post-Synthesis Cell Area: approximately 290 um2
- Synth Area in Simple Gates: between 10 and 15%
- Final Hold Viols: 0
- Seq pwr share: 0%
- Placed cell count: roughly 100
- DRC viols: 0
- Post-synth seq share: 0%
-- per-stage QoR --
stage          hold WS (ns)  instance area (um2)  util (%)  TNS, ns
6_report              1.056                624.3     18.28  -0.3266
2_1_floorplan        0.7001                286.5         -        0
4_1_cts               1.055                619.3     18.13  -0.3920
3_3_place_gp          1.696                520.5     15.24   -5.952
5_1_grt               1.080                624.3     18.28  -0.5233
3_5_place_dp          1.695                520.5     15.24   -5.918
-- routing by layer --
layer | share of wire, % | vias up | track usage (%)
li1 | - | 165 | -
met1 | 38 | 152 | 3.044
met2 | 60 | 5 | 6.100
met3 | 2.0 | 0 | 0
met4 | 0 | 0 | 0
met5 | 0 | - | 0
-- tightest hold or removal path, cell delays in order --
cell and delay [ns]:
buf_8 0.09, buf_6 0.11, a32o_1 0.16, buf_2 0.09
-- power groups by stage --
stage	sequential (mW)	clock (mW)	combinational (mW)
6_report	0	0	0.155
5_1_grt	0	0	0.169
4_1_cts	0	0	0.150
-- placed cells by master (no fill, tap or decap), drive strengths merged --
cell type,count
mux4,1
mux2,1
ha,7
o21ai,2
nand2,1
buf,24
conb,1
a22o,2
dlygate4sd2,1
and2b,1
a32o,1
mux2i,4
a21oi,1
inv,3
clkbuf,2
or3b,1
nor2,5
-- final cells by class --
type               count  area, um2
inverters              3      23.77
fillers              377       2791
well taps             46      57.56
repair buffers        27      234.0
multi-input cells     28      309.0
-- cells by family (layout without fill, tap and decap cells) --
logic type,after synthesis,count (layout)
compound gates,6,6
fa+ha+maj,7,7
buf+inv,6,30
mux,6,6
other cells,1,1
simple gates,8,8
-- what timing repair did --
action / 4_1_cts / 5_1_grt
buffers inserted: 3 / 1
setup endpoints to repair: 7 / 6
gates resized: 65 / 6
pin swaps: 7 / 6
-- how the worst max path moves through the flow --
stage / start / endpoint / slack (ns) / depth (start not counted)
after CTS: code[1] / hexadecimal[0] / -0.16 / 7
after global routing: code[1] / hexadecimal[0] / -0.17 / 7
final: code[1] / hexadecimal[0] / -0.14 / 7
Power and IR drop assume default switching activity.
