[flow/run.sh]
#!/bin/bash
# OpenROAD 26Q1-2900-gdf79404cd8, Yosys 0.63+post, stock flow scripts
make -C /OpenROAD-flow-scripts/flow DESIGN_CONFIG=/design/flow/config.mk WORK_HOME=/design/flow/orfs finish
[flow/design.v]
module fifo_mem
#(	parameter DATA_WIDTH = 8,
	parameter LENGTH = 16,
	parameter PTR_LENGTH = 5)
(	
	input clk, 
	input reset_n, 
	input write, 
	input read, 
	input [DATA_WIDTH-1:0] data_in,
	output fifo_full, 
	output fifo_empty, 
	output fifo_threshold, 
	output fifo_overflow, 
	output fifo_underflow,
	output [DATA_WIDTH-1:0] data_out,
    output [PTR_LENGTH-1:0] wptr,
    output [PTR_LENGTH-1:0] rptr,
    output [0:LENGTH-1] [DATA_WIDTH-1:0] mem
);  
wire fifo_write, fifo_read;   
write_pointer#(
    .LENGTH     ( LENGTH ),
    .PTR_LENGTH ( PTR_LENGTH )
)u_write_pointer(
    .clk       ( clk       ),
    .reset_n   ( reset_n   ),
    .fifo_full ( fifo_full ),
    .write     ( write     ),
    .wptr      ( wptr      ),
    .fifo_write  ( fifo_write  )
);
read_pointer#(
    .LENGTH     ( LENGTH ),
    .PTR_LENGTH ( PTR_LENGTH )
)u_read_pointer(
    .clk        ( clk        ),
    .reset_n    ( reset_n    ),
    .fifo_empty ( fifo_empty ),
    .read       ( read       ),
    .rptr       ( rptr       ),
    .fifo_read  ( fifo_read  )
);
memory_array#(
    .DATA_WIDTH ( DATA_WIDTH ),
    .LENGTH     ( LENGTH ),
    .PTR_LENGTH ( PTR_LENGTH )
)u_memory_array(
    .clk        ( clk        ),
    .data_in    ( data_in    ),
    .wptr       ( wptr       ),
    .rptr       ( rptr       ),
    .fifo_write ( fifo_write ),
    .data_out   ( data_out   ),
    .mem(mem)
);
status_signal#(
    .LENGTH         ( LENGTH ),
    .PTR_LENGTH     ( PTR_LENGTH	 )
)u_status_signal(
    .clk            ( clk            ),
    .reset_n        ( reset_n        ),
    .read           ( read           ),
    .write          ( write          ),
    .fifo_write     ( fifo_write     ),
    .fifo_read      ( fifo_read      ),
    .rptr           ( rptr           ),
    .wptr           ( wptr           ),
    .fifo_full      ( fifo_full      ),
    .fifo_empty     ( fifo_empty     ),
    .fifo_threshold ( fifo_threshold ),
    .fifo_overflow  ( fifo_overflow  ),
    .fifo_underflow  ( fifo_underflow  )
);
endmodule  
module memory_array
#(parameter DATA_WIDTH = 8,
parameter LENGTH = 4,
parameter PTR_LENGTH = 5)
(
	input clk,
	input [DATA_WIDTH-1:0] data_in, 
	input [PTR_LENGTH-1:0] wptr,
	input [PTR_LENGTH-1:0] rptr,
	input fifo_write, 
	output [DATA_WIDTH-1:0] data_out,
	output reg [0:LENGTH-1] [DATA_WIDTH-1:0] mem
);  
always @(posedge clk)  
begin  
	if (fifo_write)   
		mem[wptr[PTR_LENGTH-2:0]] <= data_in ;  
end 
assign data_out = mem[rptr[PTR_LENGTH-2:0]];  
endmodule  
module read_pointer
#(parameter PTR_LENGTH = 5, 
parameter LENGTH = 4)
(   input clk,
    input reset_n,
    input fifo_empty,
    input read, 
    output reg [PTR_LENGTH-1:0] rptr,
    output fifo_read
);
assign fifo_read = (~fifo_empty) & read;
always @(posedge clk)  
begin  
    if (~reset_n) 
        rptr <= 'b0;
    else if (fifo_read) begin
        rptr = rptr + 'b1;
        if (rptr == LENGTH)
            rptr = 'b0;
    end
    else  
        rptr <= rptr;
end  
endmodule
module status_signal 
#(parameter PTR_LENGTH = 5,
parameter LENGTH = 10)
(   input clk,
    input reset_n,
    input read,
    input write,
    input fifo_write,
    input fifo_read,
    input [PTR_LENGTH-1:0] rptr,
    input [PTR_LENGTH-1:0] wptr,
    output reg fifo_full, 
    output reg fifo_empty, 
    output reg fifo_threshold, 
    output reg fifo_overflow, 
    output reg fifo_underflow
);
wire fbit_comp, overflow_set, underflow_set;  
wire pointer_equal;  
wire [PTR_LENGTH-1:0] pointer_result;
assign fbit_comp = wptr[PTR_LENGTH-1] ^ rptr[PTR_LENGTH-1];  
assign pointer_equal = (wptr[PTR_LENGTH-2:0] - rptr[PTR_LENGTH-2:0]) ? 0:1;  
assign pointer_result = wptr - rptr;  
assign overflow_set = fifo_full & write;  
assign underflow_set = fifo_empty & read;  
always @(*)  
begin  
    fifo_empty = 1'b0; 
    fifo_threshold = 1'b0; 
end
always @(posedge clk) begin
    if (~reset_n)
        fifo_empty <= 1'b1;
    else if (fifo_write)
        fifo_empty <= 1'b0;
end
always @(posedge clk)  
begin  
    if(~reset_n) 
        fifo_overflow <=0;  
    else if ((overflow_set==1) && (fifo_read==0))  
        fifo_overflow <=1;  
    else if (fifo_read)  
        fifo_overflow <=0;  
    else  
        fifo_overflow <= fifo_overflow;  
end
always @(posedge clk)  
begin  
    if(~reset_n) 
        fifo_underflow <=0;  
    else if ((underflow_set==1) && (fifo_write==0))  
        fifo_underflow <=1;  
    else if (fifo_write)  
        fifo_underflow <=0;  
    else  
        fifo_underflow <= fifo_underflow;  
end  
endmodule
module write_pointer
#(parameter PTR_LENGTH = 5,
parameter LENGTH = 4)
(   input clk,
    input reset_n,
    input fifo_full,
    input write, 
    output reg [PTR_LENGTH-1:0] wptr,
    output fifo_write
);
assign  fifo_write = write;  
always @(posedge clk)  
begin  
    if (~reset_n) 
        wptr <= 'b0;  
    else if (fifo_write)  begin
        wptr = wptr + 'b1;  
        if (wptr == LENGTH)
            wptr = 'b0;
    end
    else  
        wptr <= wptr;  
end
endmodule  
[flow/config.mk]
export PLATFORM = sky130hd
export DESIGN_NAME = fifo_mem
export DESIGN_NICKNAME = fifo_mem
export VERILOG_FILES = /design/flow/design.v
export SDC_FILE = /design/flow/constraint.sdc
export NUM_CORES = 4
export LEC_CHECK = 1
export CORE_UTILIZATION = 40
[flow/constraint.sdc]
current_design fifo_mem

set clk_period 3.9
set clk_io_pct 0.2

create_clock -name clk0 -period $clk_period [get_ports {clk}]

set non_clock_inputs [all_inputs -no_clocks]
set_input_delay [expr $clk_period * $clk_io_pct] -clock clk0 $non_clock_inputs
set_output_delay [expr $clk_period * $clk_io_pct] -clock clk0 [all_outputs]
==> metrics.log <==
[metrics] run summary
[metrics] Die Ht: 136 um
[metrics] Util after Layout: 0.548
[metrics] I/O pins: between 150 and 200
[metrics] critical path class: flip-flop to primary output
[metrics] drt first-iter violations: 268
[metrics] max-capacitance violation count: 0
[metrics] Startpoint Class: flip-flop
[metrics] post-detail-place hpwl: around 13,000 um
[metrics] final weighted congestion in routability-driven placement: 0.835
[metrics] detailed-route wire length per cell: between 20 and 25 um
[metrics] number of storage elements in the synthesis netlist: 138
[metrics] Post-Synthesis Cell Area: 0.00719 mm^2
[metrics] worst hold path type: flip-flop to flip-flop
[metrics] amount of wire on met3 after detailed routing: 1540 um
[metrics] arrival time at the worst endpoint: 2.57 ns
[metrics] Final Non-Filler Cells: 836
[metrics] area share of the leading cell type in the synthesized netlist: 0.535
[metrics] initial cell density of the core: 0.413
[metrics] ratio of cells with drive above 1 in the final layout: 0.331
[metrics] total cells reported by yosys after synthesis: 441
[metrics] prevailing post-synth register cell: sky130_fd_sc_hd__edfxtp_1
[metrics] diodes inserted: 0
[metrics] Routed Antenna Nets: 0
[metrics] setup bufs post-CTS: 0
[metrics] cts bufs inserted: 17
[metrics] Hold Worst Slack: 0.561 ns
[metrics] critical path fanouts, max: 9
[metrics] met2 WL post-DR: 8680 um
[metrics] post-cts hold buffer count: 0
[metrics] number of enable-type register cells in the synthesized netlist: 128
[metrics] most frequently placed logic cell in the final layout: sky130_fd_sc_hd__clkdlybuf4s50_1
[metrics] critical path endpoint category: primary output
[metrics] Top cells by area: sky130_fd_sc_hd__edfxtp_1, sky130_fd_sc_hd__mux2_2, sky130_fd_sc_hd__mux4_2
[metrics] Async SR Flop Fraction: 0
[metrics] critical register-to-register path startpoint: u_write_pointer.wptr[0]
[metrics] top layer used by detailed routing: met4
[metrics] number of input and output port buffers inserted: 157
[metrics] setup-violating endpoint count in the final report: 0
[metrics] setup ws final: between 0.5 and 0.6 ns
[metrics] delay of the slowest cell on the worst path: 0.52 ns
[metrics] number of antenna violations at the first check in global routing: 0
[metrics] terminating pin of the worst hold path: u_read_pointer.rptr[4]
[metrics] total area of sequential cells: 0.00405 mm^2
[metrics] clock-pin slew on the worst setup and hold paths: 0.06 ns
[metrics] Chip Width: 136 um
[metrics] final number of hold-violating endpoints: 0
[metrics] cell-by-cell listing of the critical path: buf_4 > mux4_2 > a22oi_1 > nand2_1 > clkdlybuf4s50_1
[metrics] Yosys top cell by area: sky130_fd_sc_hd__edfxtp_1
[metrics] CTS H-Tree Depth: 4
[metrics] signed area change from the synthesized netlist to the final layout: 32.9%
[metrics] first drt pass iteration count: 4
[metrics] f_max: 298 MHz
[metrics] clock network latency to the later pin of the worst-skew pair: roughly 0.41 ns
[metrics] Post-Synthesis Mean Instance Area: approximately 16 um^2
[metrics] master of the slowest instance on the critical path: sky130_fd_sc_hd__dfxtp_2
[metrics] hold path cells: 1
[metrics] worst-case reg-to-reg path depth: 5
[metrics] fin crit period: 3.35 ns
[metrics] unrepaired setup endpoints after global routing: no
[metrics] Gate Area: 0.00299 mm^2
[metrics] setup slack of the worst register-to-register path: 1.13 ns
[metrics] core area: 0.0174 mm^2
[metrics] sequential cell area fraction in the yosys report: 0.563
[metrics] Setup TNS: 0 ns
[metrics] outcome: completed
[metrics] maximum vdd ir drop: ~320 uV
[metrics] Warnings, synthesis: 5
[metrics] P per Cell Area: 428 mW/mm^2
[metrics] first-pass GRT wire length: 28,100 um
[metrics] count of tool warnings: 27
[metrics] Max Root-Sink Buffers: 2
[metrics] number of max-slew violations in the final report: 0
[metrics] GR Overflow Total: 0
[metrics] Total GRT Usage: 0.222
[metrics] via count: 4,662
[metrics] count of cell types in the netlist: 50
[metrics] floorplan die area: about 0.019 mm^2
[metrics] remaining routing DRC violations: 0
[metrics] worst clock skew: ~0.0073 ns
[metrics] number of sinks on the clock net: 138
[metrics] final wirelength: around 19,000 um
[metrics] TritonCTS clock tree: yes
[metrics] share of the cycle needed by the critical path after routing: 0.860
[metrics] slew at the pin closest to its max-slew limit: between 0.8 and 0.9 ns
[metrics] root buffer selected by CTS: sky130_fd_sc_hd__clkbuf_16
[metrics] static leakage: 3.31 nW
[metrics] number of fillers in the final layout: 1,390
[metrics] endpoint of the worst register-to-register path: u_memory_array.mem[81]
[metrics] worst setup timing slack at the placement stage: 0.918 ns
[metrics] required time at the worst-slack endpoint: 3.12 ns
[metrics] yosys synthesis chip area: roughly 0.0072 mm^2
[metrics] tightest slew margin relative to the limit: 0.428
[metrics] Syn Inst Count: between 400 and 500
[metrics] worst min-delay path startpoint: u_read_pointer.rptr[4]
[metrics] number of global-route vias before repair: 4,505
[metrics] M1 wire length: 8290 um
[metrics] number of cells in the design after placement: 804
[metrics] count of instances resized after the clock tree is built: 0
[metrics] Via-to-Cell Ratio: between 5 and 6
[metrics] row count: around 48
[metrics] highest-count cells in the layout ignoring fill and taps: sky130_fd_sc_hd__clkdlybuf4s50_1, sky130_fd_sc_hd__edfxtp_1, sky130_fd_sc_hd__mux2_2
[metrics] pin count of the biggest net entering global routing: 49
## per-stage QoR
stage / power, mW / area, um^2
after floorplan: 2.21 / 7200
after global placement: 2.61 / 9010
after detailed placement: 2.62 / 9010
after CTS: 4.12 / 9550
after global routing: 4.25 / 9550
final: 4.08 / 9550
## cells in the mapped netlist (all sizes together), types with 3 or more instances
cell,number
mux2,129
edfxtp,128
mux4,32
clkbuf,18
a22oi,16
nand2,16
buf,15
nor2,12
dfxtp,10
ha,5
and2,4
nand3,4
nand3b,4
nor2b,4
and3,3
nor3,3
nor4b,3
o21ai,3
xnor2,3
xor2,3
## layer usage
metal  vias up  global-route usage
met3        12              0.0779
li1       2075                   -
met1      2382               0.371
met5         -                   0
met4         0              0.0210
met2       193               0.316
## final cells by class
cell class | instances | share of cell area
Timing Repair Buffer | 167 | 0.176
Clock inverter | 11 | 0.0109
Multi-Input combinational cell | 273 | 0.313
Tap cell | 225 | 0.0295
Inverter | 1 | 0.000393
Clock buffer | 21 | 0.0461
Sequential cell | 138 | 0.424
## logic make-up (layout without fill, tap and decap cells)
| group | Yosys count | after routing | share of synthesized area |
|---|---|---|---|
| other | 1 | 5 | 0.000522 |
| AOI/OAI and AO/OA | 29 | 29 | 0.0305 |
| buffers and inverters | 34 | 200 | 0.0228 |
| and+or+nand+nor | 65 | 65 | 0.0576 |
| muxes | 163 | 163 | 0.309 |
| DFF | 138 | 138 | 0.563 |
| xor gates and xnor gates | 6 | 6 | 0.00836 |
| adders and majority gates | 5 | 5 | 0.00870 |
## worst max path at each step
stage / slack, ns / from / to
CTS: 0.47 / u_read_pointer.rptr[0] / data_out[3]
global route: 0.27 / u_read_pointer.rptr[0] / data_out[3]
finish: 0.55 / u_read_pointer.rptr[0] / data_out[3]
## worst max-delay path, delay by kind of cell, from the launching register on
kind	cells	cell delay (ns)
multiplexers	1	0.51
AND-OR/OR-AND	1	0.30
buffers and inverters	2	0.69
flip-flops	1	0.52
AND/OR/NAND/NOR	1	0.14
## sequential cells by signal, indices dropped and copies added, names as in the netlist
register              cells
u_read_pointer.rptr       5
u_memory_array.mem      128
u_write_pointer.wptr      5
## where the power goes
part | switching, mW | internal, mW | total (mW)
sequential | 0.110 | 1.77 | 1.88
clock | 0.574 | 0.927 | 1.50
combinational | 0.239 | 0.463 | 0.702
No activity file was given, so power comes from the tool's default toggle rates.
