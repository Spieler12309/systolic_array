==> ./design.v <==
module clock_divider
#(parameter DIVIDE_LEN=23)
(input clock,
    output div_clock);
reg [DIVIDE_LEN-1:0] cnt;
initial cnt <= {DIVIDE_LEN{1'b0}};
always @(posedge clock)
begin
    cnt <= cnt+1'b1;
end
    assign div_clock=cnt[DIVIDE_LEN-1];
endmodule
==> ./run.sh <==
#!/bin/bash
# OpenROAD 26Q1-2900-gdf79404cd8, Yosys 0.63+post, stock flow scripts
make -C /OpenROAD-flow-scripts/flow DESIGN_CONFIG=/design/flow/config.mk WORK_HOME=/design/flow/orfs finish
==> ./config.mk <==
export PLATFORM = sky130hd
export DESIGN_NAME = clock_divider
export DESIGN_NICKNAME = clock_divider
export VERILOG_FILES = /design/flow/design.v
export SDC_FILE = /design/flow/constraint.sdc
export NUM_CORES = 4
export LEC_CHECK = 1
export CORE_AREA = 10 10 79 79
export DIE_AREA = 0 0 89 89
==> ./constraint.sdc <==
current_design clock_divider

set clk_period 4.0
set clk_io_pct 0.2

create_clock -name clk0 -period $clk_period [get_ports {clock}]

set non_clock_inputs [all_inputs -no_clocks]
set_input_delay [expr $clk_period * $clk_io_pct] -clock clk0 $non_clock_inputs
set_output_delay [expr $clk_period * $clk_io_pct] -clock clk0 [all_outputs]
==> GITHUB_STEP_SUMMARY <==
### Yosys + OpenROAD results

| Metric | Value |
|---|---|
| Int Pwr | `0.000298 W` |
| Sequential Power Share | `62.5%` |
| Share of cells above drive strength 1 | `9.76%` |
| Antenna diode count | `0` |
| Fin crit share | `46.9%` |
| Critical Path Fanout Max | `2` |
| Cell area leaders | `dfxtp_1, xnor2_1, nand3_1` |
| DRT Pass-1 Iters | `4` |
| Yosys Instances | `77` |
| Die x size | `89 µm` |
| Area growth syn-to-layout | `14.3%` |
| # clock sinks | `23` |
| Worst reg2reg path endpoint | `cnt[20]` |
| Hold slack | `0.414 ns` |
| # fillers | `486` |
| Clock power share | `37.5%` |
| Max reg flops | `23` |
| Routed WL | `1190 µm` |
| Clock slew at reported path FFs | `0.08 ns` |
| Violation tally from detailed-route iteration zero | `48` |
| Mapped Avg Cell Area | `11.2 µm²` |
| CTS Root Cell | `clkbuf_8` |
| Tightest Pin Transition | `0.409 ns` |
| Mapped cell area | `865 µm²` |
| Yosys warnings | `1` |
| Setup violators final | `0` |
| Vias in the first global route | `542` |
| R2R cell count | `5` |
| Sw Ratio | `18.5%` |
| Status | `finished clean` |
| Worst setup SP type | `register` |
| Largest net degree at the start of global routing | `14` |
| Final hold violation count | `0` |
| Registers, synthesis | `23` |
| Total core area | `0.00466 mm²` |
| Via-to-Cell Ratio | `3.85` |
| Worst setup path start | `cnt[22]` |
| Total GRT Usage | `3.49%` |
| Final ANT Viol Nets | `0` |
| Critical Path Sink | `div_clock` |
| Peak VDD IR | `0.135 mV` |
| Post-DP HPWL | `899 µm` |
| Slew HR | `72.6%` |
| Crit path max-delay family | `buffers and inverters` |
| Initial antenna violation count | `0` |
| Top cells excl fill/tap | `dfxtp_1, xnor2_1, nand3_1, nand2_1, xor2_1` |
| Clock Tree Buf Depth | `2` |
| GR Overflow Total | `0` |
| Cts bufs inserted | `3` |
| First-pass GRT wire length | `2300 µm` |
| Dominant cell area share | `53.3%` |
| Max incr delay on CP | `0.47 ns` |
| Tool warnings | `25` |
| Distinct lib cells used | `15` |
| Die Area | `0.00792 mm²` |
| YS chip area | `865 µm²` |
| Final core occ | `21.2%` |
| Post_cts resized | `0` |
| Required @ worst endpoint | `3.20 ns` |
| Leakage | `0.322 nW` |
| CP cell instances | `clkdlybuf4s50_1` |
| Most used logic cell in the final layout | `dfxtp_1` |
| Dominant cell type by area after synthesis | `dfxtp_1` |
| Hold crit path type | `register to register` |
| Comb power frac | `0%` |
| FF-to-FF setup slack | `2.40 ns` |
| I/O Pins | `2` |
| Pins Over Slew Limit | `0` |
| CP arrival | `1.07 ns` |
| Top flop regs | `cnt: 23 flops` |
| Syn Inst Count | `77` |
| Largest Register | `cnt` |
| Fin crit period | `1.87 ns` |
| Pwr dens | `370 mW/mm²` |
| Fmax | `533 MHz` |
| IO Port Bufs | `1` |
| CTS HTree Levels | `1` |
| MaxCap Viol Count | `0` |
| Die Y | `89 µm` |
| Setup TNS | `0 ns` |
| Synth Seq Share | `53.3%` |
| RSZ-0062 raised after global routing | `false` |
| Hold buffer count at CTS | `0` |
| Tot Pwr | `0.000366 W` |
| Crit Path Class | `register to output pin` |
| Routability cong. | `0.699` |
| Worst skew pair latency | `0.26 ns` |
| FP Rows | `25` |
| Worst Setup End Kind | `output pin` |
| Sw Pwr | `0.0000678 W` |
| Post-CTS Setup Bufs | `0` |
| Clock Skews | `0.00242 ns` |
| Reg2reg start | `cnt[0]` |
| DRC Markers | `0` |
| WP buf/inv | `1` |
| Crit-path slowest cell | `clkdlybuf4s50_1` |
| CTS tree | `built` |
| Crit. path cell count | `1` |
| Vias post-DR | `524` |
| DR WL/cell | `8.75 µm` |
| FP Util | `18.6%` |
kinds of logic after synthesis:
kind of cell               after synthesis  share of synthesized area (%)
buffers and inverters                    1                          0.434
adders and majority gates                1                           1.45
and+or+nand+nor                         31                           23.6
xor gates and xnor gates                21                           21.3
DFF                                     23                           53.3
stage by stage:
stage               instances  setup WS [ns]  area, µm²
floorplan                  77           2.57        865
global placement          132           2.41        942
detailed placement        132           2.40        942
CTS                       136           2.10        988
global route              136           2.04        988
finish                    136           2.13        988
synth_stat cells:
master	instances
nand4_1	3
nand2_1	5
nor2_1	2
xnor2_1	17
and4_1	3
and4_2	1
dfxtp_1	23
and3_1	2
nand3_1	12
inv_1	1
ha_1	1
xor2_1	4
nor4_4	1
nand4_2	1
and4bb_4	1
layer usage:
layer,track usage [%],share of wire [%],vias up
met5,0,0,-
li1,-,-,280
met1,4.62,53,239
met3,1.65,6.7,0
met4,0.289,0,0
met2,5.32,41,5
worst reg2reg max path: stages, from the launching register on:
cell	delay, ns
dfxtp_1	0.37
ha_1	0.21
and4_1	0.34
and4bb_4	0.32
nand4_1	0.12
xnor2_1	0.14
worst min-delay path by stage:
| stage | startpoint | end | slack, ns | depth (start not counted) |
|---|---|---|---|---|
| final | cnt[0] | cnt[0] | 0.41 | 1 |
| after CTS | cnt[0] | cnt[0] | 0.42 | 1 |
| after global routing | cnt[0] | cnt[0] | 0.44 | 1 |
cell type report:
cell class	instances	area (µm²)	area share (%)
clock buffer	3	41.3	4.18
clock inverter	1	5.00	0.506
inverter	1	3.75	0.380
multi-input combinational	53	400	40.5
sequential	23	460	46.6
tap	54	67.6	6.84
timing repair buffer	1	10.0	1.01
power groups by stage:
| stage | clock network [W] | registers (W) | logic, W |
|---|---|---|---|
| 6_report | 0.000137 | 0.000229 | 0.000000000111 |
| 5_1_grt | 0.000150 | 0.000229 | 0.000000000111 |
| 4_1_cts | 0.000143 | 0.000229 | 0.000000000111 |
Power and IR drop assume default switching activity.
