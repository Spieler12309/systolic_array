==> flow/config.mk <==
export PLATFORM = sky130hd
export DESIGN_NAME = shift_reg
export DESIGN_NICKNAME = shift_reg
export VERILOG_FILES = /design/flow/design.v
export SDC_FILE = /design/flow/constraint.sdc
export NUM_CORES = 4
export LEC_CHECK = 1
export CORE_UTILIZATION = 50
==> flow/constraint.sdc <==
current_design shift_reg

set clk_period 5.2
set clk_io_pct 0.2

create_clock -name clk0 -period $clk_period [get_ports {clock}]

set non_clock_inputs [all_inputs -no_clocks]
set_input_delay [expr $clk_period * $clk_io_pct] -clock clk0 $non_clock_inputs
set_output_delay [expr $clk_period * $clk_io_pct] -clock clk0 [all_outputs]
==> flow/design.v <==
module shift_reg
#(parameter DATA_WIDTH=8,
parameter LENGTH=4)
(
	input clock,
	input reset_n,
	input [1:0] ctrl_code,
	input [DATA_WIDTH*LENGTH-1:0] data_in,
	input [DATA_WIDTH-1:0] data_write,
	output reg [DATA_WIDTH-1:0] data_read,
	output reg [DATA_WIDTH*LENGTH-1:0] data_out
);
localparam REG_UPLOAD = 0,
    REG_LOAD = 1,
    REG_WRITE = 2,
    REG_READ = 3;  
reg [DATA_WIDTH*LENGTH-1:0] contents;
always @(posedge clock)
begin
    if (~reset_n)
    begin
        contents <= {DATA_WIDTH*LENGTH{1'b0}};
    end
    else
    begin
    case (ctrl_code)
    REG_UPLOAD: data_out <= contents;
    REG_LOAD: contents <= data_in;
    REG_READ: begin contents <= {contents[DATA_WIDTH-1:0],contents[DATA_WIDTH*LENGTH-1:DATA_WIDTH]}; data_read <= contents[DATA_WIDTH-1:0]; end
    REG_WRITE: contents <= {data_write,contents[DATA_WIDTH*LENGTH-1:DATA_WIDTH]};
    endcase
    end
end
endmodule
==> flow/run.sh <==
#!/bin/bash
# OpenROAD 26Q1-2900-gdf79404cd8, Yosys 0.63+post, stock flow scripts
make -C /OpenROAD-flow-scripts/flow DESIGN_CONFIG=/design/flow/config.mk WORK_HOME=/design/flow/orfs finish
==> job_summary.md <==
## Implementation flow summary

| Metric | Value |
|---|---|
| RSZ-0062 raised after global routing | no |
| Highest Clock Rate | approximately 430 MHz |
| Synth Warn # | 1 |
| P per Cell Area | 314 nW/µm² |
| Worst setup EP type | flip-flop |
| Storage element area | 1840 µm² |
| Syn_area_per_cell | ~16 µm² |
| Top cells by area, synth | edfxtp_1 (41%), dfxtp_1 (22%), mux2_4 (11%) |
| Slew Limit Headroom | 0.522 |
| Maxcap violations | 0 |
| Clock sinks | 72 |
| Met1 GRT Util | 0.363 |
| Final HPWL DP | around 3500 µm |
| Asr flop ratio synth | 0 |
| Critical path launch point type | input port |
| Hold EP | data_out[19]$_DFFE_PP_ |
| Layout cells sized above 1 | 0.163 |
| RR Startpoint | contents[7]$_SDFFE_PN0P_ |
| Min-delay src | contents[19]$_SDFFE_PN0P_ |
| Reg-to-reg endpoint | contents[7]$_SDFFE_PN0P_ |
| Worst Hold Depth | 0 |
| Total track usage | 0.197 |
| Top Ports | 84 |
| CTS tree | built |
| Die area | slightly above 6000 µm² |
| Post-Place Cells | ~330 |
| Initial Util | 0.525 |
| Ys flops | 72 |
| Area leader share | 0.408 |
| Die Width | between 70 and 80 µm |
| CP required | approximately 5.2 ns |
| Clock latency (worst-skew pair) | ~0.33 ns |
| Status | finished, final reports clean |
| H-tree lvl count | 3 |
| Wire per inst | about 15 µm |
| Routability congestion estimate from global placement | approximately 0.76 |
| Drt total wl | between 5000 and 6000 µm |
| Via density | about 5.1 |
| Grt ovf | 0 |
| Logic cell area | 988 µm² |
| Main flop type | edfxtp_1 |
| YS chip area | about 2900 µm² |
| Cycle use final | 0.443 |
| DIE HEIGHT | 78.8 µm |
| Worst-path clk slew | 0.07 ns |
| Root Buffer | clkbuf_8 |
| Resize count post-CTS | 0 |
| Crit path DAT | 2.32 ns |
| Worst vdd ir | roughly 0.00021 V |
| Vias | about 1800 |
| Sequential share of the synthesized area | 0.625 |
| Filler cells | 413 |
| ANT cells | 0 |
| Rows | 27 |
| Most used routing layer | met1 |
| WS Path Type | input port to flip-flop |
| Reg2reg path depth | 2 |
| Iter 0 DRT Violations | between 90 and 100 |
| Final setup fails | 0 |
| Layout Utilization | 0.712 |
| Total negative slack | 0 ns |
| Synth cell count leaders | edfxtp_1 (40), dfxtp_1 (32), o211a_1 (24) |
| Yosys cell count | 186 |
| M2 GR Usage | 0.260 |
| Reg-to-reg slack, setup | 4.26 ns |
| Core area | around 5600 µm² |
| Postcts setup bufs | 0 |
| Finished Layout Cells | 348 |
| Max-slew violation count | 0 |
| Number of OpenROAD warnings | 26 |
| Met3 Use GR | 0.0572 |
| Initial antenna violation count | 0 |
| CTS Buffer Depth | 2 |
| Num CTS Buffers | 9 |
| Final ANT Viol Nets | 0 |
| Worst Max-Slew Pin Slew | 0.718 ns |
| Largest net degree at the start of global routing | 53 |
| Crit path max fanout | 28 |
| Post-Syn Area | 2950 µm² |
| Yosys cell types | 18 |
| Top-count cell post-synth | edfxtp_1 |
| Port bufs | 83 |
| Hold Buf Count CTS | 0 |
| Vias in the first global route | 1728 |
| Minimum clock period | ~2.3 ns |
| Fin. Hold Viols | 0 |
| Cell count after synthesis | between 150 and 200 |
| Min-delay worst type | flip-flop to flip-flop |
| Global-route wire length before repair | about 8700 µm |
| Post-Route Hold Slack | ~0.45 ns |
| Area grow syn2layout | 35.5% |
| Yosys top cell by area | edfxtp_1 |
| Drt drc | 0 |
| Drt pass-1 iters | 4 |
| Pleak | between 1.5 and 2 nW |
| Setup Skew | between 0.01 and 0.015 ns |
| EDFF count, synth | ~40 |
## cells by family after synthesis
kind of cell / synth area share
mux: 0.173
flops: 0.625
buf+inv: 0.0412
compound gates: 0.0985
simple gates: 0.0624
## report_power, final
part / switching, mW / total, mW / internal [mW] / leakage [nW]
sequential: 0.0183 / 0.651 / 0.633 / 0.633
combinational: 0.0447 / 0.137 / 0.0924 / 0.998
clock: 0.186 / 0.468 / 0.281 / 0.108
total: 0.249 / 1.26 / 1.01 / 1.74
## cell type report
class                   instances  share of cell area
multi-input cells             100               0.248
repair buffers                 88               0.215
clock buffers                  12              0.0364
flip-flops and latches         72               0.461
clock inverters                 4              0.0172
well taps                      72              0.0226
## registers in the layout, indices dropped and copies added, names as in the netlist
signal / count
contents: 32
data_out: 32
data_read: 8
## stage by stage
stage / worst slack [ns] / instance area, µm² / total power [mW]
finish: 2.90 / 3990 / 1.26
global placement: 2.55 / 3780 / 0.800
CTS: 2.89 / 3990 / 1.27
detailed placement: 2.55 / 3780 / 0.801
floorplan: 0.891 / 2950 / 0.737
global route: 2.81 / 3990 / 1.31
## metal layers
layer / vias up / wire length, µm
met5: - / 0
met4: 0 / 51
met3: 6 / 312
met2: 66 / 2300
met1: 829 / 2630
li1: 872 / -
## worst max-delay path by stage
stage,start,cells past startpoint,slack [ns],end
6_report,reset_n,4,2.90,data_out[11]$_DFFE_PP_
5_1_grt,reset_n,4,2.81,data_out[11]$_DFFE_PP_
4_1_cts,reset_n,4,2.89,data_out[11]$_DFFE_PP_
## cell usage in the layout, fill, tap and decap left out, drive strengths merged
master and count:
or2b 8, mux2 24, mux2i 16, dfxtp 32
nor3b 1, nand2b 17, clkdlybuf4s50 81, buf 7
and3 1, o211a 24, o22ai 8, clkbuf 12
nand2 1, bufinv 2, edfxtp 40, clkinv 2
## worst max-delay path, stage by stage
cell             delay [ns]
clkdlybuf4s50_1        0.45
buf_4                  0.29
nor3b_2                0.25
buf_4                  0.28
Power and IR drop assume default switching activity.
