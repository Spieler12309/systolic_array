[run.sh]
#!/bin/bash
# OpenROAD 26Q1-2900-gdf79404cd8, Yosys 0.63+post, stock flow scripts
make -C /OpenROAD-flow-scripts/flow DESIGN_CONFIG=/design/flow/config.mk WORK_HOME=/design/flow/orfs finish
[design.v]
module sum_and_max
#(parameter DATA_WIDTH=8,
parameter LENGTH=10)
(
    input clk,
    input reset_n,
    input ready,
    input [2*DATA_WIDTH*LENGTH-1:0] input_data,
    input [DATA_WIDTH*LENGTH-1:0] biases,
    output reg [LENGTH-1:0] maxi
);
reg [2*DATA_WIDTH*LENGTH-1:0] input_plus_bias;
reg [DATA_WIDTH*LENGTH-1:0] half_max;
reg [2*DATA_WIDTH*3-1:0] three_max;
reg [2*DATA_WIDTH-1:0] maximum;
reg [4:0] half_max_reg;  
reg [2:0] three_max_reg;
reg [1:0] i_var;
integer ii, ij, ik;
always @(posedge clk)
begin
    maxi = {LENGTH{1'b0}};
    if (~reset_n) begin
        input_plus_bias <= {2*DATA_WIDTH*LENGTH{1'b0}};
        half_max <= {DATA_WIDTH*LENGTH{1'b0}};
        three_max <= {2*DATA_WIDTH*3{1'b0}};
        maximum <= {2*DATA_WIDTH{1'b0}};
        half_max_reg <= 5'b00000;
        three_max_reg <= 3'b000;
        i_var <= 2'b11;
    end
    else if (ready) begin
        for (ii=0; ii<LENGTH; ii=ii+1)  
            input_plus_bias[2*DATA_WIDTH*ii +: 2*DATA_WIDTH] = $signed(input_data[2*DATA_WIDTH*ii +: 2*DATA_WIDTH])+{{DATA_WIDTH{biases[DATA_WIDTH*(ii+1)-1]}},biases[DATA_WIDTH*ii +: DATA_WIDTH]};
        for (ij=0; ij<5; ij=ij+1) begin  
            if ($signed(input_plus_bias[2*DATA_WIDTH*2*ij +: 2*DATA_WIDTH]) > $signed(input_plus_bias[2*DATA_WIDTH*(2*ij+1) +: 2*DATA_WIDTH])) begin
                half_max [2*DATA_WIDTH*ij +: 2*DATA_WIDTH] = input_plus_bias[2*DATA_WIDTH*2*ij +: 2*DATA_WIDTH]; 
                half_max_reg[ij] = 1'b0; end
            else if ($signed(input_plus_bias[2*DATA_WIDTH*2*ij +: 2*DATA_WIDTH]) <= $signed(input_plus_bias[2*DATA_WIDTH*(2*ij+1) +: 2*DATA_WIDTH])) begin
                half_max [2*DATA_WIDTH*ij +: 2*DATA_WIDTH] = input_plus_bias[2*DATA_WIDTH*(2*ij+1) +: 2*DATA_WIDTH]; 
                half_max_reg[ij] = 1'b1; end
        end
        for (ik=0; ik<2; ik=ik+1) begin  
            if ($signed(half_max[2*DATA_WIDTH*2*ik +: 2*DATA_WIDTH]) > $signed(half_max[2*DATA_WIDTH*(2*ik+1) +: 2*DATA_WIDTH])) begin
                three_max [2*DATA_WIDTH*ik +: 2*DATA_WIDTH] = half_max[2*DATA_WIDTH*2*ik +: 2*DATA_WIDTH]; 
                three_max_reg[ik] = 1'b0; end
            else if ($signed(half_max[2*DATA_WIDTH*2*ik +: 2*DATA_WIDTH]) <= $signed(half_max[2*DATA_WIDTH*(2*ik+1) +: 2*DATA_WIDTH])) begin
                three_max [2*DATA_WIDTH*ik +: 2*DATA_WIDTH] = half_max[2*DATA_WIDTH*(2*ik+1) +: 2*DATA_WIDTH];
                three_max_reg[ik] = 1'b1; end
        end
        three_max[2*DATA_WIDTH*3-1:2*DATA_WIDTH*2] = half_max[DATA_WIDTH*LENGTH-1:2*DATA_WIDTH*4];  
        if ($signed((three_max[2*DATA_WIDTH*3-1:2*DATA_WIDTH*2] >= three_max[2*DATA_WIDTH*2-1:2*DATA_WIDTH])) && $signed((three_max[2*DATA_WIDTH*3-1:2*DATA_WIDTH*2] >= three_max[2*DATA_WIDTH-1:0]))) begin
            maximum = three_max[2*DATA_WIDTH*3-1:2*DATA_WIDTH*2]; i_var = 2'd2; end
        else if ($signed((three_max[2*DATA_WIDTH*2-1:2*DATA_WIDTH] >= three_max[2*DATA_WIDTH*3-1:2*DATA_WIDTH*2])) && $signed((three_max[2*DATA_WIDTH*2-1:2*DATA_WIDTH] >= three_max[2*DATA_WIDTH-1:0]))) begin
            maximum = three_max[2*DATA_WIDTH*2-1:2*DATA_WIDTH]; i_var = 2'd1; end
        else if ($signed((three_max[2*DATA_WIDTH-1:0] >= three_max[2*DATA_WIDTH*3-1:2*DATA_WIDTH*2])) && $signed((three_max[2*DATA_WIDTH-1:0] >= three_max[2*DATA_WIDTH*2-1:2*DATA_WIDTH]))) begin 
            maximum = three_max[2*DATA_WIDTH-1:0]; i_var = 2'd0; end
maxi[half_max_reg[i_var*2+three_max_reg[i_var]]+4*i_var+2*three_max_reg[i_var]] = 1'b1;
    end
end
endmodule
[constraint.sdc]
current_design sum_and_max

set clk_period 27.5
set clk_io_pct 0.2

create_clock -name clk0 -period $clk_period [get_ports {clk}]

set non_clock_inputs [all_inputs -no_clocks]
set_input_delay [expr $clk_period * $clk_io_pct] -clock clk0 $non_clock_inputs
set_output_delay [expr $clk_period * $clk_io_pct] -clock clk0 [all_outputs]
[config.mk]
export PLATFORM = sky130hd
export DESIGN_NAME = sum_and_max
export DESIGN_NICKNAME = sum_and_max
export VERILOG_FILES = /design/flow/design.v
export SDC_FILE = /design/flow/constraint.sdc
export NUM_CORES = 4
export LEC_CHECK = 1
export CORE_UTILIZATION = 40
==> flow_metrics.tcl <==
# yosys + openroad results
set metrics [dict create \
    status "completed" \
    ios 253 \
    critical_path_class "in -> reg" \
    hold_class "reg -> reg" \
    met1_usage_pct 32.45 \
    cts-hold-fix-buffers 0 \
    ir_worst_vdd_mv 0.1738 \
    dp_slack_ns 9.358 \
    synth_area_per_cell_um2 7.437 \
    rows 63 \
    crit_arrival_ns 18.14 \
    wl_per_cell_um 15.52 \
    cts_tree "yes" \
    pwr-share-seq_pct 1.6 \
    grt_pass1_wl_um 56580 \
    final_layout_size_suffix_gt1_share_pct 2.235 \
    finalSetupViolCount 0 \
    num_vias 12090 \
    cpPeakStageDelay_ns 0.48 \
    period_minus_slack_ns 18.01 \
    topCombFamilyByArea "adder cells" \
    grt.overflow.total 0 \
    hold_viol_final 0 \
    core_area_um2 29870 \
    max_cap_violations 0 \
    ys_ff 15 \
    edf_count 0 \
    dp_hpwl_um 31830 \
    p_leak_uw 0.007313 \
    cts_max_path_buffers 2 \
    worstMarginPinSlew_ns 0.7315 \
    yosysWarnings 1 \
    antenna_found_initial 0 \
    io_buffers 252 \
    slew_viol_final 0 \
    grt_max_degree 28 \
    top_cells_by_count "308 x ha_1, 186 x a21oi_1, 170 x inv_1" \
    ys_sh_simple_pct 16.37 \
    setup_tns_ns 0 \
    fp_util_pct 40.97 \
    avgViaCountPerCell 5.327 \
    wl_um 35220 \
    path_common_cell "a21o_1" \
    path_clk_slew_ns 0.04 \
    comb_power_share_pct 97.0 \
    place_congestion 0.9400 \
    numClockSinks 15 \
    grt_usage_pct 22.81 \
    die_h_um 176.9 \
    synth_top_cell_by_area "ha_1" \
    warnings 27 \
    cts_inserted_buffers 3 \
    use_met3_pct 2.015 \
    fmax_mhz 55.53 \
    end_kind "flop" \
    postCtsResizedCells 0 \
    cp.required_ns 27.64 \
    flop_cell "dfxtp_1" \
    yosysTopAreaCellShare_pct 31.48 \
    worst_slack_ns 9.493 \
    p_int_uw 808.9 \
    top_cells_by_area "ha_1 31%, a21oi_1 7.6%, xnor2_1 6.9%" \
    num_antenna_cells 0 \
    drt_iter0_drc 443 \
    dr.pass1.iters 5 \
    clkPwrFrac_pct 1.4 \
    synth_area_um2 12240 \
    yosysChipArea_um2 12240 \
    post-route-period-util_pct 65.48 \
    grt_pass1_vias 11470 \
    fin_worst_skew_ns 0.001456 \
    antenna_left 0 \
    worstPathMaxFanout 20 \
    ys_sh_xor_pct 9.333 \
    htree_levels 1 \
    die-width_um 176.9 \
    rsz0062_at_grt "false" \
    drc 0 \
    postCtsSetupBuffers 0 \
    chip_area_um2 31300 \
    async_flop_share_pct 0 \
    top_cell "ha_1" \
    fa_ha_area_share_pct 33.29 \
    met2_usage_pct 38.58 \
    p_sw_uw 1105 \
    synthMuxAreaShare_pct 3.915 \
    top_usage_layer "met2" \
    p_per_area_nw_per_um2 125.4 \
    switching_share_pct 57.74 \
    start_kind "input pin" \
    synthAoiAreaFrac_pct 28.37 \
    area_growth_pct 24.71 \
    ys_seq_share_pct 2.453 \
    slew_headroom_pct 49.84 \
    root_buffer "clkbuf_16" \
    ys_types 82 \
    clock_latency_ns 0.24 \
    cp_slowest_cell "o311a_1" \
    yosys_cells 1646 \
    syn-instance-count 1646 \
]
## worst max-delay path, delay by kind of cell
family / cells / cell delay [ns]
multiplexers: 2 / 0.68
AND-OR/OR-AND: 34 / 6.68
adder cells (fa/ha/maj): 7 / 1.87
buffers and inverters: 7 / 1.48
AND/OR/NAND/NOR: 14 / 1.89
## routing by layer
| metal | up-vias | routed length, µm |
|---|---|---|
| met4 | 0 | 414 |
| met2 | 270 | 15910 |
| met5 | - | 0 |
| li1 | 6483 | - |
| met3 | 22 | 1648 |
| met1 | 5311 | 17250 |
## layout by cell type (no fill, tap or decap), drive strengths merged, types with 10 or more instances in the layout
cell / instances
a211oi: 15
a21boi: 19
a21o: 74
a21oi: 188
clkdlybuf4s50: 252
dfxtp: 15
fa: 10
ha: 308
inv: 172
mux2i: 41
nand2: 85
nand2b: 27
nand3: 27
nand4: 35
nor2: 115
nor2b: 29
nor3: 14
o211ai: 14
o21a: 42
o21ai: 91
o21bai: 32
xnor2: 97
xor2: 30
## power groups by stage
stage | clock network [µW] | registers (µW) | logic [µW]
final | 27.1 | 29.8 | 1860
after CTS | 27.8 | 30.0 | 1850
after global routing | 29.3 | 30.3 | 2090
## cell type report
cell class | count | area [µm²]
tap | 390 | 488.0
timing repair buffer | 258 | 2567
clock buffer | 4 | 78.83
sequential | 15 | 300.3
multi-input combinational | 1429 | 11180
inverter | 173 | 651.9
fill | 2814 | 14610
## cells by family after synthesis
kind of cell / count (synthesis)
compound gates: 540
simple gates: 395
fa+ha+maj: 320
buf+inv: 202
xor+xnor: 128
mux: 46
flops: 15
## per-stage QoR
| stage | power, µW | hold WS [ns] | std cells | util, % | area, µm² |
|---|---|---|---|---|---|
| 5_1_grt | 2153 | 0.4914 | 2269 | 51.10 | 15260 |
| 6_report | 1914 | 0.4627 | 2269 | 51.10 | 15260 |
| 4_1_cts | 1911 | 0.4635 | 2269 | 51.10 | 15260 |
| 2_1_floorplan | 1445 | 0.4289 | 1646 | - | 12240 |
| 3_3_place_gp | 1871 | 0.4464 | 2265 | 50.83 | 15190 |
| 3_5_place_dp | 1871 | 0.4487 | 2265 | 50.83 | 15190 |
## path summary, 6_finish.rpt
kind              cells past startpoint  endpoint  slack, ns           start
setup / recovery                     64   maxi[4]       9.49  input_data[16]
hold / removal                        2  i_var[2]       0.46        i_var[2]
setup reg to reg                     13   maxi[4]      24.31            flop
hold reg to reg                       2  i_var[2]       0.46        i_var[2]
No activity file was given, so power comes from the tool's default toggle rates.
